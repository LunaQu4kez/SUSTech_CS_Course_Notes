File: ./run.sh
#!/bin/bash
# OpenROAD 26Q1-2900-gdf79404cd8, Yosys 0.63+post, stock flow scripts
make -C /OpenROAD-flow-scripts/flow DESIGN_CONFIG=/design/flow/config.mk WORK_HOME=/design/flow/orfs finish
File: ./config.mk
export PLATFORM = sky130hd
export DESIGN_NAME = ImmGen
export DESIGN_NICKNAME = ImmGen
export VERILOG_FILES = /design/flow/design.v
export SDC_FILE = /design/flow/constraint.sdc
export NUM_CORES = 4
export LEC_CHECK = 1
export CORE_AREA = 10 10 70 70
export DIE_AREA = 0 0 80 80
File: ./constraint.sdc
current_design ImmGen

set clk_period 3.9
set clk_io_pct 0.2

create_clock -name clk0 -period $clk_period

set non_clock_inputs [all_inputs -no_clocks]
set_input_delay [expr $clk_period * $clk_io_pct] -clock clk0 $non_clock_inputs
set_output_delay [expr $clk_period * $clk_io_pct] -clock clk0 [all_outputs]
File: ./design.v
module ImmGen (
    input [31:0]        inst,
    output reg [31:0]   imm
);
always @(inst) begin
    if (inst[6:0] == 7'b0000111) begin             
        imm[11:0] = inst[31:20];
        if (inst[31] == 0) begin
            imm[31:12] = 20'b0000_0000_0000_0000_0000;
        end
        else begin
            imm[31:12] = 20'b1111_1111_1111_1111_1111;
        end
    end
    else if (inst[6:0] == 7'b0001111) begin         
        imm[11:0] = {inst[31:25], inst[11:7]};
        if (inst[31] == 0) begin
            imm[31:12] = 20'b0000_0000_0000_0000_0000;
        end
        else begin
            imm[31:12] = 20'b1111_1111_1111_1111_1111;
        end
    end
    else if (inst[6:0] == 7'b0001011) begin         
        imm[12:0] = {inst[31], inst[7], inst[30:25], inst[11:8], 1'b0};
        if (inst[31] == 0) begin
            imm[31:13] = 19'b0000_0000_0000_0000_000;
        end
        else begin
            imm[31:13] = 19'b1111_1111_1111_1111_111;
        end
    end
    else if (inst[6:0] == 7'b0011011) begin         
        imm[31:12] = inst[31:12];
        imm[11:0] = 12'b0000_0000_0000;
    end
    else if (inst[6:0] == 7'b0011111) begin         
        imm[20:0] = {inst[31], inst[19:12], inst[20], inst[30:21], 1'b0};
        if (inst[31] == 0) begin
            imm[31:21] = 11'b0000_0000_000;
        end
        else begin
            imm[31:21] = 11'b1111_1111_111;
        end
    end
    else begin                                       
        imm[31:0] = 32'b0000_0000_0000_0000_0000_0000_0000_0000;
    end
end
endmodule
==> notes.md <==
impl run done, here's what came out: postcts setup bufs 0, vias in the first global route 736, CP max FO 4, Worst setup EP type output pin, Slew @ Worst Pin 0.540 ns, GRT Total Usage 0.0730, DR vias/cell 3.99, HPWL after DPL 2220 microns, utilization after layout 0.329, largest net degree at the start of global routing 12, hold slack 2.51 ns, slew margin rel. 0.637, Simple Share, Synth 0.398, Crit path max-delay family buffers and inverters, mux share of post-synthesis cell area 0.0226, diode count 0, total gr overflow 0, drt drc 0, I/O pin count 64, CP max stage cell nor3_1, final setup fails 0, most instantiated logic cell after routing clkdlybuf4s50_1, Period minus WS final 3.53 ns, Max IR drop VDD 0.0000160 V, Synth Seq Share 0, mean area per synthesized cell 7.51 sq um, Post-Place Worst Slack 0.353 ns, CTS Hold Bufs 0, Port Buf Inserts 64, Leak 0.544 nW, clock buf count 0, DRT antenna net count 0, Setup TNS Final 0 ns, DIE HEIGHT 80 microns, Vias 667, most frequent cell on the critical path clkdlybuf4s50_1, CP Cell Sequence clkdlybuf4s50_1 > nand4bb_1 > nor3_1 > a22o_1 > clkdlybuf4s50_1, Buf/Inv on CP 2, die area 6400 sq um, kind of critical path input pin to output pin, Rows 21, Startpoint Class input pin, Adder-Cell Fraction of Synth Area 0, CP max stage delay 0.52 ns, routed wire length 2460 microns, CTS resizes 0, final hold viol count 0, Post-Synthesis Cell Area 443 sq um, core area 3420 sq um, ao+oa area frac 0.472, Max-cap violations 0, initial antenna violation count 0, Log Warnings 32, crit path DAT 2.75 ns, wire length per cell 14.7 microns, design area 1120 sq um, fp util 0.130, DRT Pass-1 Iters 2, Pwr Total 59.4 uW, unrepaired setup endpoints after global routing no, Placed Area 1120 sq um, Slew Viols, Final 0, Pwr Density 52.8 nW/um^2, Finished Layout Cells 167, fin crit share 0.906, Hold Crit Class input pin to output pin, DR iter-0 viols 29, Yosys Chip Area 443 sq um, most frequent cells in the layout clkdlybuf4s50_1 (64), a21o_1 (19), and2_1 (6), worst setup margin 0.368 ns, Layout area overhead 154%, Placed Cells 167, FF/Latch Area 0 sq um, Top non-seq family AND-OR/OR-AND gates, # Cells Yosys 59, flop count 0, WP data required 3.12 ns, Netlist cell types 26, instance count of the mapped netlist 59, Post-Synth XOR/XNOR Area 0.0198, first-pass GRT wire length 3840 microns, routability cong. 0.761, status complete, no violations, Die Wd 80 microns, layout cells sized above 1 0.0496, Synth warnings 1, Max Freq 283 MHz
[where the power goes]
| group | internal [mW] | switching [mW] |
|---|---|---|
| clock network | 0 | 0 |
| registers | 0 | 0 |
| logic | 0.0418 | 0.0176 |
[final cells by class]
type / instances / area, sq um
fill: 360 / 2290
inverter: 2 / 7.51
multi-input combinational: 53 / 404
tap: 46 / 57.6
timing repair buffer: 66 / 656
[cells in the mapped netlist, drive strengths merged, types with 2 or more instances]
library cell  instances  share of area
nor4b                 2          0.088
a22o                  4          0.079
a21o                 19           0.32
inv                   2          0.017
and2                  6          0.085
nor2                  4          0.040
nor3                  4          0.045
buf                   3          0.059
[cells by family (layout without fill, tap and decap cells)]
logic type                Yosys count  in the layout
xor gates and xnor gates            1              1
buffers and inverters               6             68
muxes                               1              1
and+or+nand+nor                    24             24
AOI/OAI and AO/OA                  27             27
[metal layers]
metal / vias to the layer above / global-route usage / routed length (microns)
met2: 20 / 0.135 / 1310
met4: 0 / 0 / 0
met1: 300 / 0.0837 / 932
li1: 347 / - / -
met3: 0 / 0.0239 / 212
met5: - / 0 / 0
[final timing paths]
kind / from / endpoint / slack [ns] / cells past startpoint
setup / recovery: inst[6] / imm[3] / 0.37 / 5
hold / removal: inst[25] / imm[5] / 2.51 / 3
Power and IR drop assume default switching activity.
