### flow/design.v
module lab8_p2 (
    input      [31:0] inst,
    output reg [31:0] imm
);
    always @(*) begin
        if (inst[6:0] == 7'b0010011 | inst[6:0] == 7'b0000011 | inst[6:0] == 7'b1100111) begin    
            imm[11:0] = inst[31:20];
            if (inst[31] == 0) begin
                imm[31:12] = 20'b0000_0000_0000_0000_0000;
            end
            else begin
                imm[31:12] = 20'b1111_1111_1111_1111_1111;
            end
        end
        else if (inst[6:0] == 7'b0100011) begin         
            imm[11:0] = {inst[31:25], inst[11:7]};
            if (inst[31] == 0) begin
                imm[31:12] = 20'b0000_0000_0000_0000_0000;
            end
            else begin
                imm[31:12] = 20'b1111_1111_1111_1111_1111;
            end
        end
        else if (inst[6:0] == 7'b1100011) begin         
            imm[12:0] = {inst[31], inst[7], inst[30:25], inst[11:8], 1'b0};
            if (inst[31] == 0) begin
                imm[31:13] = 19'b0000_0000_0000_0000_000;
            end
            else begin
                imm[31:13] = 19'b1111_1111_1111_1111_111;
            end
        end
        else if (inst[6:0] == 7'b0110111 | inst[6:0] == 7'b0010111) begin         
            imm[31:12] = inst[31:12];
            imm[11:0] = 12'b0000_0000_0000;
        end
        else if (inst[6:0] == 7'b1101111) begin         
            imm[20:0] = {inst[31], inst[19:12], inst[20], inst[30:21], 1'b0};
            if (inst[31] == 0) begin
                imm[31:21] = 11'b0000_0000_000;
            end
            else begin
                imm[31:21] = 11'b1111_1111_111;
            end
        end
        else begin                                      
            imm[31:0] = 32'b0000_0000_0000_0000_0000_0000_0000_0000;
        end
    end
endmodule
### flow/run.sh
#!/bin/bash
# OpenROAD 26Q1-2900-gdf79404cd8, Yosys 0.63+post, stock flow scripts
make -C /OpenROAD-flow-scripts/flow DESIGN_CONFIG=/design/flow/config.mk WORK_HOME=/design/flow/orfs finish
### flow/config.mk
export PLATFORM = sky130hd
export DESIGN_NAME = lab8_p2
export DESIGN_NICKNAME = lab8_p2
export VERILOG_FILES = /design/flow/design.v
export SDC_FILE = /design/flow/constraint.sdc
export NUM_CORES = 4
export LEC_CHECK = 1
export CORE_AREA = 10 10 70 70
export DIE_AREA = 0 0 80 80
### flow/constraint.sdc
current_design lab8_p2

set clk_period 4.6
set clk_io_pct 0.2

create_clock -name clk0 -period $clk_period

set non_clock_inputs [all_inputs -no_clocks]
set_input_delay [expr $clk_period * $clk_io_pct] -clock clk0 $non_clock_inputs
set_output_delay [expr $clk_period * $clk_io_pct] -clock clk0 [all_outputs]
==> GITHUB_STEP_SUMMARY <==
### Yosys + OpenROAD results

| Metric | Value |
|---|---|
| Worst setup path class | `primary input to primary output` |
| Slowest stage cell, crit path | `clkdlybuf4s50_1` |
| Fp_density | `0.1484` |
| Global route hottest layer | `met2` |
| Peak supply drop | `0.00002939 V` |
| Worst-margin pin slew | `0.5050 ns` |
| Detailed-route wire length per cell | `15.49 um` |
| Die ar. | `6400 um2` |
| Largest net degree at the start of global routing | `12` |
| M3 GR Usage | `0.004545` |
| RePlAce Congestion | `0.8483` |
| Critical-path maximum fanout | `11` |
| Fin crit share | `0.8769` |
| Post-synth top area share | `0.2815` |
| I/O pins | `64` |
| Height of the die | `80 um` |
| PD cells | `52.97 nW/um2` |
| Status | `completed` |
| Drt initial violations | `13` |
| Min-Delay Path Class | `primary input to primary output` |
| Critical path cell sequence | `clkdlybuf4s50_1 > nor2b_1 > o21ai_2 > a21oi_2 > a21o_1 > clkdlybuf4s50_1` |
| Routing usage on met1 | `0.1042` |
| N_diodes | `0` |
| Final setup TNS | `0 ns` |
| Most used cell, CP | `clkdlybuf4s50_1` |
| Max-Cap Viols | `0` |
| Post_cts resized | `0` |
| Yosys cell count | `71` |
| Hold Crit Depth | `3` |
| Routed vias/inst | `4.205` |
| Detail Route Antenna Nets | `0` |
| Fin area | `1165 um2` |
| CP startpoint kind | `primary input` |
| Worst Hold Launch | `inst[13]` |
| Drc violations | `0` |
| Yosys chip area | `506.7 um2` |
| Crit path largest cell delay | `0.53 ns` |
| Placeable core area | `3416 um2` |
| Hold buffers post-CTS | `0` |
| Postcts setup bufs | `0` |
| RSZ-0062 raised after global routing | `no` |
| Synthesized cell area | `506.7 um2` |
| GR met2 Demand/Resource | `0.1533` |
| Die W | `80 um` |
| Gr usage total | `0.08151` |
| Yosys warns | `1` |
| Layout area overhead | `129.9%` |
| Clkbuf count | `0` |
| Total number of vias | `740` |
| Tool warning count | `32` |
| Placed cell area | `1165 um2` |
| Synth Instances | `71` |
| DP HPWL | `2391 um` |
| Fin crit period | `4.034 ns` |
| Final hold violations | `0` |
| Crit path capture type | `primary output` |
| Finished Layout Cells | `176` |
| DRT Pass-1 Iters | `4` |
| Yosys top cell by area | `a21o_1` |
| Inst Count DP | `176` |
| Vias in the first global route | `755` |
| Fmax | `247.9 MHz` |
| Flop count | `0` |
| CP Data Arrival Time | `3.11 ns` |
| Total grt overflow | `0` |
| Routed WL | `2727 um` |
| Share of cells above drive strength 1 | `0.07692` |
| Delay-heaviest family, CP | `buffers and inverters` |
| Reg area | `0 um2` |
| CP startpoint | `inst[5]` |
| WP data required | `3.68 ns` |
| Max_slew headroom | `0.6633` |
| Yosys cell types | `28` |
| Buffers and inverters on the worst path | `2` |
| Cell area leaders | `a21o_1 (28%), and2_1 (8.6%), a22o_1 (6.9%)` |
| Sequential-to-total area share from yosys stat | `0` |
| Setup violations, final | `0` |
| Slew Limit Fails | `0` |
| IO Port Bufs | `64` |
| Tot Pwr | `61.70 uW` |
| Initial antenna violation count | `0` |
| First-pass GRT wire length | `4298 um` |
| Fillers | `368` |
| Rows | `21` |
| Worst Hold Path EP | `imm[13]` |
| Synthesized area per cell | `7.137 um2` |
| Leak | `0.5478 nW` |
-- report_power, final --
| part | internal (mW) | switching (mW) |
|---|---|---|
| combinational | 0.0404 | 0.0213 |
| clock | 0 | 0 |
| sequential | 0 | 0 |
-- routing by layer --
metal  vias to the layer above  routed length (um)  part of all wire
met5                         -                   0                 0
met4                         0                   0                 0
met3                         0                  76             0.028
met2                        16                1527              0.56
met1                       337                1123              0.41
li1                        387                   -                 -
-- worst min-delay path, delay by kind of cell --
| family | cells | cell delay [ns] |
|---|---|---|
| buf+inv | 2 | 0.80 |
| compound gates | 1 | 0.15 |
-- worst max path at each step --
stage	endpoint	slack, ns	cells after the start
final	imm[22]	0.57	6
after CTS	imm[24]	0.56	6
after global routing	imm[20]	0.38	6
-- synthesized netlist by cell type, drive strengths merged --
library cell / instances
nand3b: 1
nand3: 3
a22oi: 1
nand4: 1
nand2: 4
or3: 1
and2: 7
a22o: 4
nor3: 1
a21oi: 7
and3: 2
o22ai: 1
o31ai: 1
and3b: 2
nor2: 3
nor2b: 3
a32o: 1
inv: 1
o21ai: 1
a211oi: 2
a21o: 19
buf: 5
-- cells in the final DEF, fill, tap and decap left out, types with 2 or more instances in the layout --
master,synthesis,routed
nand3_1,3,3
nor2b_1,3,3
a21o_1,19,19
clkdlybuf4s50_1,0,64
nor2_1,3,3
a21oi_1,3,3
nand2_1,3,3
and3b_1,2,2
and2_1,7,7
a22o_1,4,4
a21oi_2,3,3
a211oi_1,2,2
-- final cells by class --
| type | count | area (um2) | area share |
|---|---|---|---|
| Timing Repair Buffer | 64 | 640.6 | 0.5499 |
| Multi-Input combinational cell | 65 | 462.9 | 0.3974 |
| Tap cell | 46 | 57.56 | 0.04941 |
| Inverter | 1 | 3.754 | 0.003222 |
-- per-stage QoR --
stage                       util  hold slack (ns)  setup slack, ns
after floorplan                -            1.866            1.917
final                     0.3410            2.780           0.5664
after global routing      0.3410            2.814           0.3790
after CTS                 0.3410            2.796           0.5631
after detailed placement  0.3410            2.794           0.5655
after global placement    0.3410            2.793           0.6211
-- cells by family (layout without fill, tap and decap cells) --
| group | count (synthesis) | in the layout | share of synthesized area |
|---|---|---|---|
| AND-OR/OR-AND | 37 | 37 | 0.5729 |
| buffers and inverters | 6 | 65 | 0.08642 |
| AND/OR/NAND/NOR | 28 | 28 | 0.3408 |
No activity file was given, so power comes from the tool's default toggle rates.
