==> design.v <==
module MemUnit16_8 (
    input clk, rw, rst_n,  
    input [3:0] addr,  
    input [7:0] data_in,  
    output reg [7:0] data_out,  
    output reg data_valid  
);
    reg [127:0] mem;
    always @(posedge clk or negedge rst_n) begin
        if (rst_n == 0) begin
            mem <= 128'h00000000;
        end
        else if (rw == 0) begin
            mem[addr*8+7] <= data_in[7];
            mem[addr*8+6] <= data_in[6];
            mem[addr*8+5] <= data_in[5];
            mem[addr*8+4] <= data_in[4];
            mem[addr*8+3] <= data_in[3];
            mem[addr*8+2] <= data_in[2];
            mem[addr*8+1] <= data_in[1];
            mem[addr*8+0] <= data_in[0];
        end
    end
    always @(rw, rst_n, addr) begin
        data_out[7] = (rw == 1 & rst_n == 1) ? mem[addr*8+7] : 0;
        data_out[6] = (rw == 1 & rst_n == 1) ? mem[addr*8+6] : 0;
        data_out[5] = (rw == 1 & rst_n == 1) ? mem[addr*8+5] : 0;
        data_out[4] = (rw == 1 & rst_n == 1) ? mem[addr*8+4] : 0;
        data_out[3] = (rw == 1 & rst_n == 1) ? mem[addr*8+3] : 0;
        data_out[2] = (rw == 1 & rst_n == 1) ? mem[addr*8+2] : 0;
        data_out[1] = (rw == 1 & rst_n == 1) ? mem[addr*8+1] : 0;
        data_out[0] = (rw == 1 & rst_n == 1) ? mem[addr*8+0] : 0;
        data_valid = rw & rst_n == 1;
    end
endmodule
==> run.sh <==
#!/bin/bash
# OpenROAD 26Q1-2900-gdf79404cd8, Yosys 0.63+post, stock flow scripts
make -C /OpenROAD-flow-scripts/flow DESIGN_CONFIG=/design/flow/config.mk WORK_HOME=/design/flow/orfs finish
==> config.mk <==
export PLATFORM = sky130hd
export DESIGN_NAME = MemUnit16_8
export DESIGN_NICKNAME = MemUnit16_8
export VERILOG_FILES = /design/flow/design.v
export SDC_FILE = /design/flow/constraint.sdc
export NUM_CORES = 4
export LEC_CHECK = 1
export CORE_UTILIZATION = 40
==> constraint.sdc <==
current_design MemUnit16_8

set clk_period 2.2
set clk_io_pct 0.2

create_clock -name clk0 -period $clk_period [get_ports {clk}]

set non_clock_inputs [all_inputs -no_clocks]
set_input_delay [expr $clk_period * $clk_io_pct] -clock clk0 $non_clock_inputs
set_output_delay [expr $clk_period * $clk_io_pct] -clock clk0 [all_outputs]
==> run notes <==
run metrics: leak pwr=3.64 nW, cell count after synthesis=544, clock share of power=36.2%, dominant cell by count in the synthesized netlist=dfrtp_1, count of final hold-check violations=0, path type of the worst min-delay path=input pin to async pin, relative contribution of sequential cells to total power=43.9%, final critical path time including I/O delays and setup=2.16 ns, internal power=5.32 mW, Area Growth Syn to Fin=31.4%, antenna cells=0, netlist area before placement=6200 µm², summed standard-cell area reported by yosys=6200 µm², maximum level of the CTS H-tree=4, Core Footprint=15100 µm², slew margin rel.=40.2%, biggest area contributors in the synthesized netlist=dfrtp_1 (52%), a22o_1 (7.9%), nand2_1 (7.0%), half-perimeter wire length of the detailed placement result=12.0 mm, fraction of final layout cells with drive strength greater than 1=29.8%, placed instance area=7090 µm², largest registers ranked by flip-flop count=mem (128), Worst setup SP type=input pin, Max FO, Critical Path=8, share of total power in combinational logic=19.9%, post-route non-filler standard cell count=838, Switching Power=1.93 mW, global router's overall resource usage=23.8%, max reg flops=128, post-route antenna net violation count=0, setup violators final=0, Ys Warns=1, count of input and output buffers=23, CTS buffer count=17, unrepaired setup endpoints after global routing=true, chip area=16000 µm², global placement routability congestion=0.964, cell accounting for the most synthesized area=dfrtp_1, yosys cell count=544, pwr/cell area=889 nW/µm², sinks on the clock net=128, clock tree root driver cell=clkbuf_16, Remaining DRCs=0, register area=3200 µm², effective utilization at floorplan=41.0%, Synth Register Bits=128, detail-routed net length per standard cell=20.7 µm, wire length reported by the detailed router=17.3 mm, Cell Rows=45, Iter 0 DRT Violations=310, Largest type area fraction=51.6%, hold_buf cts=0, Slew @ Worst Pin=0.895 ns, register bank with the most flops=mem, number of detailed-route iterations in the first pass=4, drt via density=5.71, number of fill cells in the layout=1188, most used flip-flop cell after synthesis=dfrtp_1, Reg2Reg Setup Slack=1.37 ns, global-route wire length before repair=27.5 mm, cell types with the highest counts after synthesis=dfrtp_1 (128), nand2_1 (116), o21ai_0 (60), finished layout cell area=8150 µm², Post-synth seq share=51.6%, count of pins over their slew limit=0, placed cell count=784, result of the run=finished clean, via count=4788, pin count of the biggest net entering global routing=112, crit path DRT=1.76 ns, Distinct lib cells used=45, TritonCTS clock tree=yes, share of flip-flops with an asynchronous set or reset after synthesis=100%, source-to-sink clock delay at the later pin of the worst-skew pair=0.41 ns, Peak supply drop=0.000572 V, syn_area_per_cell=11.4 µm², critical path class=input pin to output pin, Max-cap violations=0, timing-limited maximum frequency=0.462 GHz, count of flip-flops with a built-in enable after synthesis=0, clock buffer depth=2, x dimension of the die=127 µm, number of global-route vias before repair=4884, area occupied by multi-input gates=3120 µm², switching part of the total power=26.6%, share of the cycle needed by the critical path after routing=98.3%, Critical Path End Type=output pin, Log Warnings=34, leftover overflow at the end of global routing=0, CP Data Arrival Time=1.72 ns, Clock Pin Slew Worst Setup and Hold Paths=0.05 ns, die height=127 µm, IO Pins=24, number of antenna violations at the first check in global routing=0, clock tree skew after final layout=0 ns
[through the flow]
| stage | setup TNS, ns | utilization [%] | hold slack, ns | total power [mW] | worst slack (ns) |
|---|---|---|---|---|---|
| 6_report | 0 | 53.8 | 0.133 | 7.25 | 0.0366 |
| 5_1_grt | -0.0361 | 53.8 | 0.151 | 7.60 | -0.0233 |
| 4_1_cts | -0.00327 | 53.3 | 0.130 | 7.24 | -0.00327 |
| 3_5_place_dp | -15.79 | 46.8 | 0.466 | 4.45 | -0.686 |
| 3_3_place_gp | -15.82 | 46.8 | 0.456 | 4.42 | -0.690 |
| 2_1_floorplan | -0.0467 | - | 0.144 | 3.95 | -0.0467 |
[final timing paths]
check	startpoint	to	cells past startpoint
max	addr[1]	data_out[4]	7
min	rst_n	mem[66]$_DFFE_PN0N_	3
max reg2reg	mem[68]$_DFFE_PN0N_	mem[68]$_DFFE_PN0N_	2
min in group clk0	mem[61]$_DFFE_PN0N_	mem[61]$_DFFE_PN0N_	2
min reg2reg	mem[61]$_DFFE_PN0N_	mem[61]$_DFFE_PN0N_	2
max in group asynchronous	rst_n	mem[30]$_DFFE_PN0N_	3
[cells by family (layout without fill, tap and decap cells)]
group,after synthesis,in the layout,synth area share [%]
mux,64,64,14.5
flops,128,128,51.6
compound gates,138,138,15.7
buf+inv,29,135,2.52
simple gates,178,178,14.2
fa+ha+maj,7,7,1.41
[cell type report]
| class | instances | share of cell area [%] |
|---|---|---|
| Clock buffer | 24 | 6.15 |
| Tap cell | 188 | 2.88 |
| Inverter | 5 | 0.338 |
| Timing Repair Buffer | 101 | 12.4 |
| Clock inverter | 5 | 0.675 |
| Sequential cell | 128 | 39.3 |
| Multi-Input combinational cell | 387 | 38.3 |
[power groups by stage]
stage | Sequential, mW | Clock [mW] | Combinational (mW)
after CTS | 3.17 | 2.67 | 1.40
after global routing | 3.25 | 2.78 | 1.57
final | 3.18 | 2.62 | 1.44
[layout by cell type (no fill, tap or decap), types with 3 or more instances in the layout]
| master | synthesis | routed |
|---|---|---|
| a22oi_1 | 5 | 3 |
| mux2i_2 | 0 | 3 |
| mux2_1 | 12 | 12 |
| a211oi_2 | 0 | 5 |
| clkinvlp_4 | 0 | 3 |
| mux4_2 | 19 | 19 |
| nor3_2 | 5 | 6 |
| o21ai_0 | 60 | 56 |
| buf_2 | 8 | 8 |
| clkbuf_16 | 0 | 18 |
| mux2i_4 | 0 | 5 |
| nand2_1 | 116 | 113 |
| clkbuf_8 | 0 | 5 |
| buf_6 | 2 | 5 |
| mux2_2 | 4 | 4 |
| clkdlybuf4s50_1 | 0 | 9 |
| buf_12 | 0 | 11 |
| and2_1 | 7 | 6 |
| ha_1 | 7 | 5 |
| dfrtp_1 | 128 | 128 |
| nor2b_1 | 8 | 7 |
| o21ai_1 | 1 | 5 |
| mux2i_1 | 29 | 21 |
| nand3_1 | 9 | 8 |
| o22ai_2 | 0 | 5 |
| a22o_1 | 56 | 56 |
| buf_4 | 6 | 58 |
| nor2_1 | 13 | 12 |
| buf_8 | 0 | 4 |
[critical path, cell delays in order]
cell and delay [ns]:
buf_8 0.08, buf_12 0.14, buf_8 0.12, mux4_2 0.54, mux2i_4 0.20, o22ai_2 0.09, buf_2 0.11
[routing by layer]
metal	routed length, µm	share of wire [%]	vias to the layer above	track usage, %
li1	-	-	2199	-
met1	7730	45	2439	35.8
met2	7860	45	132	35.2
met3	1400	8.1	18	9.02
met4	317	1.8	0	3.33
met5	0	0	-	0
[what timing repair did]
action,4_1_cts,5_1_grt
setup buffers,20,5
gates resized,87,10
pin swaps,18,10
setup endpoints to repair,25,14
gates cloned,2,1
Power is estimated from default activity; no workload was simulated.
